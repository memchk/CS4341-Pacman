--- design/flow/config.mk ---
export PLATFORM = sky130hd
export DESIGN_NAME = map_ram
export DESIGN_NICKNAME = map_ram
export VERILOG_FILES = /design/flow/design.v
export SDC_FILE = /design/flow/constraint.sdc
export NUM_CORES = 4
export LEC_CHECK = 1
export CORE_UTILIZATION = 40
--- design/flow/constraint.sdc ---
current_design map_ram

set clk_period 9.8
set clk_io_pct 0.2

create_clock -name clk0 -period $clk_period [get_ports {i_clk}]

set non_clock_inputs [all_inputs -no_clocks]
set_input_delay [expr $clk_period * $clk_io_pct] -clock clk0 $non_clock_inputs
set_output_delay [expr $clk_period * $clk_io_pct] -clock clk0 [all_outputs]
--- design/flow/design.v ---
package project;
function integer clogb2;
    input [31:0] value;
    begin
        value = value - 1;
        for (clogb2 = 0; value > 0; clogb2 = clogb2 + 1) begin
            value = value >> 1;
        end
    end
endfunction
parameter SCREEN_WIDTH = 800;
parameter SCREEN_HEIGHT = 600;
typedef logic [clogb2(SCREEN_WIDTH)-1:0] s_width_t;
typedef logic [clogb2(SCREEN_HEIGHT)-1:0] s_height_t;
typedef struct packed {
    s_height_t y;
    s_width_t x;
} coord_t;
typedef struct packed {
    logic [7:0] r;
    logic [7:0] g;
    logic [7:0] b;
} rgb_t;
endpackage
module map_ram (
    input logic i_clk, i_write, i_en,
    input logic [5:0] i_tile_x,
    input logic [4:0] i_tile_y,
    output logic o_tile_value
);
reg [49:0] r_map_ram [32];
initial begin
    r_map_ram[00] = 50'b11111111111111111111111111011111111111111111111111;
    r_map_ram[01] = 50'b10000000000001111000000000000000000000000000000001;
    r_map_ram[02] = 50'b10111111111101111011111111011111111110000000000101;
    r_map_ram[03] = 50'b10100000000101100010000001010000000010000000000101;
    r_map_ram[04] = 50'b10111111111101101110000001010000000010000000000101;
    r_map_ram[05] = 50'b10000000000001101000000001010000000010000000000101;
    r_map_ram[06] = 50'b10111111111101101111111111011111111110111111111101;
    r_map_ram[07] = 50'b10100000000101100000000000000000000000000000000001;
    r_map_ram[08] = 50'b10111111111101101111111111111111111111111111111101;
    r_map_ram[09] = 50'b00000000000000001000000000000000000000000000000100;
    r_map_ram[10] = 50'b11111111000000001000000000000000000000000000000101;
    r_map_ram[11] = 50'b10000011000000000000000000000000000000000000000101;
    r_map_ram[12] = 50'b10000011000000000000000000000000000000000000000101;
    r_map_ram[13] = 50'b10000011000000000000000000000000000000000000000001;
    r_map_ram[14] = 50'b10000011000000000000000000000000000000000000000101;
    r_map_ram[15] = 50'b10000011000000000000000000000000000000000000000101;
    r_map_ram[16] = 50'b10000011000000000000000000000000000000000000000101;
    r_map_ram[17] = 50'b10000011000000000000000000000000000000000000000101;
    r_map_ram[18] = 50'b10000011000000000000000000000000000000000000000001;
    r_map_ram[19] = 50'b10000011000000000000000000000000000000000000000101;
    r_map_ram[20] = 50'b10000011000000000000000000000000000000000000000101;
    r_map_ram[21] = 50'b10000011000000000000000000000000000000000000000001;
    r_map_ram[22] = 50'b10000011000000000000000000000000000000000000000101;
    r_map_ram[23] = 50'b10000011111111111111111111111111111111111111111101;
    r_map_ram[24] = 50'b10000011000000000000000000000000000000000000000001;
    r_map_ram[25] = 50'b10000011111111111111111111111111111111111111011111;
    r_map_ram[26] = 50'b10000011000000000000000000000000000000000000000011;
    r_map_ram[27] = 50'b10000011000000000000000111111111111111101111111011;
    r_map_ram[28] = 50'b10000011000000000000000000000000000000001000001011;
    r_map_ram[29] = 50'b10000011000000000000000111111111111111101111111011;
    r_map_ram[30] = 50'b10000011000000000000000100000000000000000000000011;
    r_map_ram[31] = 50'b11111111111111111111111111011111111111111111111111;
end
always_ff @(posedge i_clk) begin
    if(i_en) begin
        if(i_write) begin
            r_map_ram[i_tile_y][i_tile_x] <= '0;
        end else begin
            o_tile_value <= r_map_ram[i_tile_y][i_tile_x];
        end
    end
end
endmodule
--- design/flow/run.sh ---
#!/bin/bash
# OpenROAD 26Q1-2900-gdf79404cd8, Yosys 0.63+post, stock flow scripts
make -C /OpenROAD-flow-scripts/flow DESIGN_CONFIG=/design/flow/config.mk WORK_HOME=/design/flow/orfs finish
==> Slide: Implementation Results <==
Flow Results at a Glance

Min path
  – WHS Endpoint: o_tile_value
  – Worst Hold Depth: 5
  – Hold_sp: r_map_ram[6][28]
  – Hold Path Class: reg -> reg

Synth
  – Yosys warns: 23
  – Distinct cells, synth: approximately 73
  – Cell Area, Synth: 22400 µm²
  – Synth top cells by count: nor2_1 (551), edfxtp_1 (513), nand2_1 (119), clkbuf_1 (87), a22oi_1 (79)
  – FFs w/ async S/R, synth: 0%
  – Most common cell in the netlist: nor2_1
  – EDFF count, synth: 513
  – Post-synth area hogs: edfxtp_1 (69%), nor2_1 (9.2%), a22oi_1 (2.6%), mux4_2 (2.3%), nand2_1 (2.0%)
  – FF+latch count, synth: 513
  – Yosys stat chip area: around 22000 µm²
  – Synth Instances: 1788
  – Synth Seq Share: 68.6%
  – Yosys cell count: 1788
  – Syn_area_per_cell: 12.6 µm²
  – Main synth FF type: edfxtp_1
  – Synth area leader: edfxtp_1
  – Post-synth top area share: 68.6%

CTS
  – CTS Buf Count: 54
  – CTS hold repair buffers: 0
  – Post-CTS setup buffer count: 0
  – Clk latency late pin: 0.60 ns
  – Clk buf depth: 3
  – Root Buffer: clkbuf_16
  – CTS clk-pin slew, worst paths: about 0.06 ns
  – TritonCTS Sinks: 513
  – CTS tree: done
  – CTS HTree Levels: 2
  – Post_cts resized: 0

Global route
  – Largest net degree at the start of global routing: 43
  – Vias in the first global route: 15017
  – First-pass GRT wire length: 91300 µm
  – Total GRT Usage: 23.8%
  – GRT overflow: 0
  – Initial antenna violation count: 0

Placed design
  – Final GP Congestion: 0.887
  – PortBufs: 14
  – HPWL Detailed: 37200 µm
  – Pre-CTS setup slack: 4.06 ns

Critical path
  – Endpoint class of the critical path: flop
  – Slowest stage cell on the critical path: buf_4
  – CP dominant cell by count: buf_4
  – Kind of critical path: in -> reg
  – Crit path arrival time: 5.59 ns
  – Setup slack, reg-to-reg: 7.11 ns
  – Worst path cell trace: buf_4, buf_4, nor2b_1, buf_4, and2_1, buf_4, a222oi_1, and3_1, o32a_1, a2111oi_2, a311o_1, o311a_1
  – Critical-path maximum fanout: 42
  – WP data required: 10.28 ns
  – FF-to-FF End: o_tile_value
  – Worst r2r src: r_map_ram[31][49]
  – R2R depth: 8
  – Slowest stage delay, CP: around 0.54 ns
  – Startpoint class of the critical path: input pin

Detailed routing
  – Antenna Violating Nets Remaining: 0
  – Residual DRC: 0
  – Detailed Route Iter0 Violations: 1144
  – 1st-pass router iterations: 5
  – Vias/cell: 4.89
  – Via count: ~15000
  – Routed len/inst: 19.7 µm
  – Antenna diode count: 0
  – Total wire length: 60600 µm

STA
  – Max-slew violation count: 0
  – Final period utilization: 52.2%
  – Final Skew: 0.0112 ns
  – Setup violators final: 0
  – Slew headroom: 30.6%
  – FMAX: ~200 MHz
  – Slew @ Worst Pin: 1.04 ns
  – Post-route worst setup slack: ~4.7 ns
  – Crit path time final: about 5.1 ns
  – Hold Violations, Final: 0
  – RSZ-0062 raised after global routing: false
  – Setup TNS Final: 0 ns

Finish
  – Layout cell share with drive strength beyond 1: 8.28%
  – Fillers: 4789
  – Area grow syn2layout: 20.1%

Power
  – Design Power: around 4.7 mW
  – LEAKAGE: 9.05 nW
  – PD cells: 175 nW/µm²
  – Peak supply drop: 118 µV

Run status
  – Status: finished clean

Die
  – Die area: 57100 µm²
  – Num rows: 86
  – Core Area: 55300 µm²
  – Die X-Extent: about 240 µm
  – Die Span Y: 239 µm
  – Io pins: 15
  – Initial core utilization: between 40% and 50%

Job
  – Tool warnings: 25
  – Max-cap violation count: 0
worst max-delay path: cells and delay by family:
family | cells | cell delay [ns]
buffers and inverters | 4 | 1.70
and+or+nand+nor | 3 | 0.64
AOI/OAI and AO/OA | 5 | 1.22
where the power goes:
part	switching [mW]	leakage [nW]	internal, mW	total [mW]
logic	0.151	3.57	0.0574	0.209
registers	0.000459	4.61	2.41	2.42
clock network	0.835	0.876	1.26	2.10
layer usage:
metal / vias up / share of wire, % / global-route usage [%]
met5: - / 0 / 0
met2: 666 / 46 / 35.2
met1: 7149 / 38 / 33.8
li1: 7049 / - / -
met3: 131 / 12 / 11.3
met4: 0 / 3.2 / 6.02
flip-flops by register name, summed over array words and instances, names as in the netlist:
name          flops
r_map_ram       512
o_tile_value      1
metrics by stage:
step / cells / instance area, µm² / hold slack (ns) / util (%)
2_1_floorplan: 2299 / 24400 / 0.762 / -
3_3_place_gp: 2967 / 25100 / 0.919 / 45.4
3_5_place_dp: 2967 / 25100 / 0.932 / 45.4
4_1_cts: 3067 / 26900 / 0.927 / 48.7
5_1_grt: 3067 / 26900 / 1.00 / 48.7
6_report: 3067 / 26900 / 0.922 / 48.7
placed cells by master (no fill, tap or decap), types with 4 or more instances in the layout:
cell type | synthesis | final
mux2i_1 | 36 | 36
clkbuf_1 | 87 | 11
nand2_1 | 119 | 112
and3_1 | 27 | 27
nor2_2 | 3 | 4
nor3_1 | 14 | 14
clkbuf_16 | 0 | 57
clkinv_1 | 1 | 19
nand3_1 | 33 | 33
edfxtp_1 | 513 | 513
nand2_2 | 0 | 7
nor3b_1 | 5 | 5
mux4_2 | 23 | 23
a31oi_1 | 6 | 6
clkdlybuf4s50_1 | 0 | 10
a22oi_1 | 79 | 79
nand4_1 | 10 | 10
o22ai_1 | 4 | 4
nand2b_1 | 8 | 8
clkinv_2 | 0 | 5
and2_1 | 5 | 4
nand3b_1 | 9 | 9
o211ai_1 | 6 | 6
o21ai_0 | 12 | 12
buf_4 | 10 | 42
mux2_2 | 27 | 27
nor2_1 | 551 | 549
a21oi_1 | 35 | 35
a221oi_1 | 22 | 22
conb_1 | 1 | 512
a21boi_0 | 5 | 5
inv_1 | 6 | 6
a2111oi_0 | 8 | 8
a22o_1 | 10 | 10
bufinv_16 | 0 | 8
a222oi_1 | 10 | 10
nor2b_1 | 5 | 5
worst max-delay path by stage:
stage     depth (start not counted)            to   startpoint  slack (ns)
6_report                         12  o_tile_value  i_tile_y[1]        4.69
5_1_grt                          12  o_tile_value  i_tile_y[1]        4.45
4_1_cts                          12  o_tile_value  i_tile_y[1]        4.73
cell families after synthesis:
kind of cell	share of synthesized area (%)
flops	68.6
mux	5.34
simple gates	15.1
compound gates	7.99
other cells	0.0167
buf+inv	2.88
layout make-up:
cell class	instances	area (µm²)	share of cell area (%)
tap	748	936	3.47
sequential	513	15400	57.2
inverter	7	26.3	0.0975
clock inverter	32	340	1.26
timing repair buffer	54	425	1.58
multi-input combinational	1645	8340	31.0
clock buffer	68	1470	5.45
Power is estimated from default activity; no workload was simulated.
